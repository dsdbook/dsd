==> flow/design.v <==
`timescale 1ns/100ps
module adder (
             sum,
             in1,
             in2
             );
output [3:0] sum;
input  [3:0] in1;
input  [3:0] in2;
reg    [3:0] sum;
wire   [3:0] in1;
wire   [3:0] in2;
always @ ( in1 or in2)
sum = in1 +in2;
endmodule
`timescale 1ns/100ps
module alu (
           result,
           in1,
           in2,
           opcode
           );
output [03:00] result;
input  [03:00] in1;
input  [03:00] in2;
input  [03:00] opcode;
reg    [03:00] result;
wire   [03:00] in1;
wire   [03:00] in2;
wire   [03:00] opcode;
wire   [03:00] sum;
always @ ( in1 or in2 or opcode)
begin 
  casez(opcode)
  4'h0:  result = sum;
  4'h1:  
        begin
           if( in1 > in2)
             result = in1 -in2;
           else
             result = in2 -in1;
        end
  4'h2:
       begin
          if(in1 > in2)
            result = 4'hf;
          else
            result = 4'h0;
       end
  4'h3:
       begin
          result = in1 | in2;
       end
  4'h4: result = in1 & in2;
  default : result = 0;
  endcase
end
adder uadder (
             .sum(sum),
             .in1(in1),
             .in2(in2)
            );
endmodule
==> flow/run.sh <==
#!/bin/bash
# OpenROAD 26Q1-2900-gdf79404cd8, Yosys 0.63+post, stock flow scripts
make -C /OpenROAD-flow-scripts/flow DESIGN_CONFIG=/design/flow/config.mk WORK_HOME=/design/flow/orfs finish
==> flow/config.mk <==
export PLATFORM = sky130hd
export DESIGN_NAME = alu
export DESIGN_NICKNAME = alu
export VERILOG_FILES = /design/flow/design.v
export SDC_FILE = /design/flow/constraint.sdc
export NUM_CORES = 4
export LEC_CHECK = 1
export CORE_AREA = 10 10 71 71
export DIE_AREA = 0 0 81 81
==> flow/constraint.sdc <==
current_design alu

set clk_period 4.2
set clk_io_pct 0.2

create_clock -name clk0 -period $clk_period

set non_clock_inputs [all_inputs -no_clocks]
set_input_delay [expr $clk_period * $clk_io_pct] -clock clk0 $non_clock_inputs
set_output_delay [expr $clk_period * $clk_io_pct] -clock clk0 [all_outputs]
==> run summary <==
Status on the layout run. The flow ran to the end, and the final reports show no timing, DRC or antenna violations. The routed design could run at a clock period as short as 4.05 ns. The largest total area in the synthesized netlist belongs to sky130_fd_sc_hd__ha_1. The timing report shows that the slowest cell on the worst path is sky130_fd_sc_hd__clkdlybuf4s50_1. Routed length per placed instance landed at 11.0 µm.

Required time of the critical path landed at 3.36 ns. Maximum number of pins on one net before global-route repair landed at 8. Final sequential cell count landed at 0. Counting endpoints that fail hold in the final report gives 0.

Per the OpenROAD power report, switching power amounts to 0.0448 mW. The report lists the cells along the critical path as clkdlybuf4s50_1 -> inv_2 -> ha_2 -> inv_1 -> fa_2 -> nor3b_2 -> o31ai_4 -> mux2_4 -> o311ai_2 -> dlygate4sd2_1. Combined flip-flop and latch cell area landed at 0 µm².

Highest clock frequency the design can meet landed at 247 MHz. The number of global-route vias before repair was 647. Number of distinct library cells after synthesis landed at 30. In the post-route report, total wirelength is listed as 1.71 mm. Setup repair after global routing left no endpoint under its margin. Part of the power in registers landed at 0%. Total global-route track usage over all layers is 4.67%. In the routed layout, each cell is associated on average with a via count of 3.99.

Biggest cell delay along the critical path landed at 0.44 ns. In this run switching power makes up 43.5% of total power. The worst setup path is launched from an input pin. Minimum setup slack after placement landed at -0.187 ns. Instance count of the mapped netlist landed at 74.

The first global-routing pass estimated 2.59 mm of wire. The worst setup path is of the in -> out kind. Power share of the clock group landed at 0%. Number of fillers in the final layout landed at 387. Buffer count from post-CTS setup fixing landed at 0. Number of buffers added to fix hold violations after cts landed at 0.

The worst hold path belongs to the class in -> out. The timing report notes that buffer and inverter cells on the critical path total 4. Data on the critical path arrives at its endpoint at 3.21 ns. Number of buffers inserted by port buffering landed at 16. Number of clock buffers in the layout landed at 0.

Across all layers, the routed design uses 623 vias. The mapped netlist covers 618 µm². The HPWL after detailed placement is 1.46 mm. In the finished design, the share of the clock period the worst path needs comes to 96.4%.

The most critical hold endpoint after final layout shows a slack of 2.46 ns. Combinational power share landed at 100.0%. The critical path maximum fanout is 3. Transition time of the tightest slew-check pin landed at 0.644 ns. The area taken by multi-input combinational cells is reported as 618 µm².

Leakage power landed at 0.496 nW. In this run the power density over the cells is 101 mW/mm². Post-synthesis sequential area ratio landed at 0%.

On the critical path the largest part of the delay comes from buffers and inverters. Per the Yosys statistics, synthesis produced 74 cells. The main area contributors are sky130_fd_sc_hd__ha_1 (30%), sky130_fd_sc_hd__fa_1 (9.7%), sky130_fd_sc_hd__inv_1 (7.3%).

Cell internal power dissipation landed at 0.0582 mW. Area growth from synthesis to layout landed at 65.8%. Placeable core region landed at 0.00363 mm². Ranking logic cells in the layout by count gives the top entries sky130_fd_sc_hd__buf_4 (17), sky130_fd_sc_hd__ha_1 (13), sky130_fd_sc_hd__clkdlybuf4s50_1 (12). Setup slack after layout landed at 0.150 ns. For this design the top-level I/O count stands at 16.

Per the cell usage report, the commonest logic cell in the layout is sky130_fd_sc_hd__buf_4. Max-slew check failures listed in the final report amount to 0. Per the finish-stage timing summary, setup violations number 0.

The die is 81 µm tall. Number of warnings printed during yosys synthesis landed at 2. For this run, the script counts the antenna cells in the layout as 0. Mean cell area of the mapped netlist landed at 8.35 µm².

Per the log, the first TritonRoute iteration ended with a DRC count of 25. Number of cell rows landed at 22. Iteration tally of the first detailed-router pass landed at 3. The routed layout reports a DRC error count of 0.

The worst setup path is captured at an output pin. Worst-case vdd ir drop landed at 0.0245 mV. Aggregate global routing overflow landed at 0. The initial antenna violation count was 0.

Once detail routing completed, the nets flagged for antenna violations numbered 0. The horizontal die dimension reported for this design is 81 µm. The die covers 0.00656 mm². Worst slew slack as a fraction of its limit landed at 56.7%. Number of warnings the tools reported landed at 43.

The final weighted congestion recorded by global placement is 0.901. Once the floorplan was initialized, standard cells occupied 17.0% of the core. Area fraction of the dominant cell type after synthesis landed at 30.4%.

In the final layout, the share of cells above drive strength 1 is 27.8%. Across the run, the number of max-cap violations was 0. In the synthesis report, Yosys lists the chip area as 618 µm².
## through the flow
step / power [mW] / utilization [%] / cells / TNS [ns] / cell area, µm²
after floorplan: 0.0474 / - / 74 / 0 / 618
after global placement: 0.0960 / 26.8 / 156 / -0.284 / 973
after detailed placement: 0.0968 / 26.8 / 156 / -0.334 / 973
after CTS: 0.0994 / 27.4 / 156 / 0 / 996
after global routing: 0.114 / 28.2 / 156 / 0 / 1020
final: 0.103 / 28.2 / 156 / 0 / 1020
## final cells by class
| class | count | share of cell area, % |
|---|---|---|
| Inverter | 12 | 4.40 |
| Tap cell | 48 | 5.86 |
| Timing Repair Buffer | 34 | 29.4 |
| Multi-Input combinational cell | 62 | 60.3 |
## per-layer routing
metal / vias up / GRT usage (%) / routed length (µm)
met3: 2 / 1.45 / 127
li1: 333 / - / -
met2: 11 / 8.44 / 761
met1: 277 / 5.50 / 804
met5: - / 0 / 0
met4: 0 / 0.346 / 16
## worst paths after layout
check | startpoint | endpoint | slack [ns] | cells after the start
worst min-delay path | in2[0] | result[1] | 2.46 | 6
worst max-delay path | in1[0] | result[2] | 0.15 | 10
## synth_stat cells
master	count
sky130_fd_sc_hd__a211oi_1	2
sky130_fd_sc_hd__a21o_1	1
sky130_fd_sc_hd__a21oi_1	4
sky130_fd_sc_hd__a2bb2oi_1	2
sky130_fd_sc_hd__a31oi_1	1
sky130_fd_sc_hd__and2b_2	1
sky130_fd_sc_hd__fa_1	3
sky130_fd_sc_hd__ha_1	15
sky130_fd_sc_hd__inv_1	12
sky130_fd_sc_hd__mux2_2	1
sky130_fd_sc_hd__mux2i_1	4
sky130_fd_sc_hd__nand2_1	3
sky130_fd_sc_hd__nand2b_1	1
sky130_fd_sc_hd__nand3b_1	1
sky130_fd_sc_hd__nand4_1	1
sky130_fd_sc_hd__nor2_1	3
sky130_fd_sc_hd__nor2b_1	1
sky130_fd_sc_hd__nor3_1	1
sky130_fd_sc_hd__nor3b_1	2
sky130_fd_sc_hd__nor4_1	2
sky130_fd_sc_hd__o211ai_1	1
sky130_fd_sc_hd__o21ai_0	1
sky130_fd_sc_hd__o21bai_1	3
sky130_fd_sc_hd__o22a_1	1
sky130_fd_sc_hd__o311ai_1	2
sky130_fd_sc_hd__o31ai_4	1
sky130_fd_sc_hd__or3_1	1
sky130_fd_sc_hd__or4_4	1
sky130_fd_sc_hd__xnor2_1	1
sky130_fd_sc_hd__xor2_1	1
## power by group through the flow
| stage | registers [mW] | logic (mW) | clock network (mW) |
|---|---|---|---|
| final | 0 | 0.103 | 0 |
| after CTS | 0 | 0.0994 | 0 |
| after global routing | 0 | 0.114 | 0 |
## worst min-delay path, cell delays in order
cell,delay [ns]
sky130_fd_sc_hd__dlymetal6s2s_1,0.13
sky130_fd_sc_hd__ha_1,0.23
sky130_fd_sc_hd__fa_1,0.18
sky130_fd_sc_hd__a21oi_1,0.06
sky130_fd_sc_hd__o211ai_1,0.08
sky130_fd_sc_hd__dlymetal6s2s_1,0.10
## kinds of logic (layout without fill, tap and decap cells)
group	after synthesis	after routing	synth area share (%)
buffers and inverters	12	46	7.29
AND/OR/NAND/NOR	18	18	17.4
XOR/XNOR	2	2	2.83
multiplexers	5	5	8.30
AND-OR/OR-AND	19	19	24.1
adder cells (fa/ha/maj)	18	18	40.1
## repair_timing
action | in CTS | in global routing
endpoints found under the setup margin | 3 | 4
pin swaps | 1 | 1
resized | 5 | 9
hold endpoints to repair | 0 | 0
Power is estimated from default activity; no workload was simulated.
