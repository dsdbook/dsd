--- design.v ---
module adder_1(A,B,C,D,Y);
input [7:0] A,B,C,D;
wire [8:0] tmp1,tmp2;
output [17:0] Y;
assign tmp1=A+B;
assign tmp2=C+D;
assign Y=tmp1*tmp2;
endmodule
--- run.sh ---
#!/bin/bash
# OpenROAD 26Q1-2900-gdf79404cd8, Yosys 0.63+post, stock flow scripts
make -C /OpenROAD-flow-scripts/flow DESIGN_CONFIG=/design/flow/config.mk WORK_HOME=/design/flow/orfs finish
--- config.mk ---
export PLATFORM = sky130hd
export DESIGN_NAME = adder_1
export DESIGN_NICKNAME = adder_1
export VERILOG_FILES = /design/flow/design.v
export SDC_FILE = /design/flow/constraint.sdc
export NUM_CORES = 4
export LEC_CHECK = 1
export CORE_UTILIZATION = 50
--- constraint.sdc ---
current_design adder_1

set clk_period 20.5
set clk_io_pct 0.2

create_clock -name clk0 -period $clk_period

set non_clock_inputs [all_inputs -no_clocks]
set_input_delay [expr $clk_period * $clk_io_pct] -clock clk0 $non_clock_inputs
set_output_delay [expr $clk_period * $clk_io_pct] -clock clk0 [all_outputs]
==> design notes <==
For this run, the detailed router reports a per-instance via density of 5.26. The most critical hold endpoint after final layout shows a slack of 9.53 ns. Setup repair after global routing left no endpoint under its margin. The first global-routing pass estimated 11300 µm of wire. The run gives 0 for the number of pins with negative max-slew slack in the final report. The startpoint identified for the worst hold timing path is B[0]. With the number of library cell types mapped by synthesis at 43, the via count of the first global-routing pass is 2747. The proportion of synthesized chip area in sequential cells was 0%; the count of yosys warnings during synthesis was 0. According to the floorplan report, the placeable core area is 0.00639 mm².

The area taken by multi-input combinational cells is reported as 0.00300 mm². The x dimension of the die is 83.7 µm. The type of the worst setup path is input port to primary output.

The number of DRC violations after detailed routing was 0; the total routing resource utilization after global routing was 20.0%. The post-layout instance area is 0.00394 mm². The required time at the worst endpoint is listed as 16.40 ns. The run gives 2.51% as the met3 track demand over resource. With the total iterations of the first detailed-routing run at 6, the number of standard cells after synthesis is 401. After synthesis, the design contains 401 cells according to Yosys. The count of fill cells added during filler insertion is 609.

Global routing used 29.0% of the available met1 tracks. The tools report the quantity of gates resized following cts as 0. The critical path maximum fanout is 9.

The path class of the tightest hold or removal check is input port to primary output. The worst setup path is captured at a primary output. Data on the critical path arrives at its endpoint at 10.31 ns.

The floorplan utilization was 52.3%; the chip area was 0.00701 mm². The clock buffers instantiated in the layout total 0. With the post-DP HPWL at 5650 µm, the area reported by Yosys stat is 0.00334 mm². The flow ran to the end, and the final reports show no timing, DRC or antenna violations. Checking max transition, the worst relative margin is 49.4%. The overflow left after global routing is 0. The most common cell after layout, fill and taps aside was inv_1. For the initial antenna violation count, the log shows 0. The tools report the via total after detailed routing as 2770. The final critical path time including I/O delays and setup is 14.41 ns. The number of post-CTS setup repair buffers came out at 0.

The sequential cells in the finished layout cover a total of 0 µm². met2 track demand over resource after global routing is 35.7%. Detailed placement reports a standard cell area of 0.00394 mm².

The total negative slack was 0 ns. STA classifies the critical path startpoint as an input port. The number of buffers inserted for hold repair after clock tree synthesis was 0; the average wire length per cell after detail routing was 12.1 µm. Buffers placed on the I/O ports in this run total 50.

Per the finish-stage timing summary, setup violations number 0. There are 0 flip-flops and latches. The layout summary lists the proportion of cells stronger than drive strength 1 as 4.67%. Beginning of the critical path: A[0].

The pin closest to its max-slew limit shows a slew of 0.754 ns. Per the post-route antenna check, the number of violating nets is 0. The warning total across the stage logs is 33, and the final critical-path share of the clock period is 70.3%. Once iteration 0 of detailed routing completed, the report listed 60 DRC markers. Ranking logic cells in the layout by count gives the top entries inv_1 (88), ha_1 (54), fa_1 (52). The count of max-cap constraint violations is 0. The vertical die dimension reported for this design is 83.7 µm.

With the I/O pin count at 50, the final hold violation count is 0. The logs give 0.00334 mm² for the post-synthesis instance area and 0 for the number of inserted diodes. Wires add up to 6380 µm.

The floorplan has 29 rows. Area added between synthesis and finish: 17.9%. For the routability congestion estimate from global placement, the log shows 0.866. Looking at the global route congestion table, the highest-usage layer is met2. The run gives 0.0694 GHz as the fmax.

Entering global routing, the biggest net connects 10 pins. A synthesized cell averages 8.33 µm².
-- synthesized netlist by cell type (2+ instances only) --
cell,count,area share [%]
o41ai_1,2,0.52
nor3_1,5,0.75
xor2_1,5,1.3
o21bai_1,2,0.45
o21ai_0,6,0.90
a21oi_1,10,1.5
o21ai_1,3,0.45
o31a_1,2,0.52
o21ai_2,2,0.52
inv_1,88,9.9
nor2b_1,9,1.7
nand3_1,14,2.1
ha_1,54,20
and3_1,7,1.3
o21a_1,5,1.1
and2_1,13,2.4
a211o_1,2,0.52
nand2_1,33,3.7
a31oi_1,3,0.56
a21oi_2,8,2.1
nor2_1,22,2.5
nand2b_1,8,1.5
a21o_1,6,1.3
xnor2_1,20,5.2
fa_1,52,31
or2_2,2,0.37
clkbuf_1,2,0.22
-- through the flow --
step           util (%)  worst slack, ns  std cells
2_1_floorplan         -             7.42        401
3_3_place_gp       61.6             6.17        527
3_5_place_dp       61.6             6.06        527
4_1_cts            61.6             6.04        527
5_1_grt            61.6             5.68        527
6_report           61.6             6.09        527
-- final timing paths --
kind	endpoint	slack (ns)	cells past startpoint
worst max-delay path	Y[17]	6.09	22
worst min-delay path	Y[0]	9.53	4
-- layout make-up --
class / instances / share of cell area (%)
inverters: 88 / 8.39
well taps: 77 / 2.45
repair buffers: 51 / 12.9
multi-input cells: 311 / 76.3
-- metal layers --
metal  vias to the layer above  part of all wire [%]
li1                       1394                     -
met1                      1331                    45
met2                        45                    51
met3                         0                   3.4
met4                         0                     0
met5                         -                     0
-- logic make-up (layout without fill, tap and decap cells) --
logic type,count (synthesis),in the layout,synth area share [%]
buf+inv,90,139,10.1
fa+ha+maj,106,106,51.4
compound gates,60,60,13.5
xor+xnor,26,26,7.04
simple gates,119,119,18.0
-- critical path: stages --
cell	delay, ns
clkdlybuf4s50_1	0.46
ha_1	0.17
inv_1	0.05
fa_1	0.39
nor2b_1	0.13
o21a_1	0.16
nor2_1	0.06
xnor2_1	0.54
and2_1	0.24
fa_1	0.44
fa_1	0.52
fa_1	0.55
inv_1	0.05
fa_1	0.53
inv_1	0.04
ha_1	0.35
a21oi_2	0.19
o21ai_2	0.10
or4_4	0.48
o221ai_2	0.15
xnor2_1	0.13
clkdlybuf4s50_1	0.47
