<file path="design/flow/run.sh">
#!/bin/bash
# OpenROAD 26Q1-2900-gdf79404cd8, Yosys 0.63+post, stock flow scripts
make -C /OpenROAD-flow-scripts/flow DESIGN_CONFIG=/design/flow/config.mk WORK_HOME=/design/flow/orfs finish
</file>
<file path="design/flow/config.mk">
export PLATFORM = sky130hd
export DESIGN_NAME = mul64_multi
export DESIGN_NICKNAME = mul64_multi
export VERILOG_FILES = /design/flow/design.v
export SDC_FILE = /design/flow/constraint.sdc
export NUM_CORES = 4
export LEC_CHECK = 1
export CORE_UTILIZATION = 30
</file>
<file path="design/flow/constraint.sdc">
current_design mul64_multi

set clk_period 31.9
set clk_io_pct 0.2

create_clock -name clk0 -period $clk_period [get_ports {clk}]

set non_clock_inputs [all_inputs -no_clocks]
set_input_delay [expr $clk_period * $clk_io_pct] -clock clk0 $non_clock_inputs
set_output_delay [expr $clk_period * $clk_io_pct] -clock clk0 [all_outputs]
</file>
<file path="design/flow/design.v">
`timescale 1ns/100ps
module mul64_multi(input clk,input [63:0] A,B,output reg [127:0] Y,output done)
 ;
reg [4:0] enabler;
always@(posedge clk)
begin
	Y<=A*B;
end
reg [63:0] A_r,B_r;
always@(posedge clk)
begin
	A_r<=A;
	B_r<=B;
end
wire	changed;
assign changed = (A_r!=A) | (B_r!=B);
always@(posedge clk)
begin
	if(changed)
		enabler<=5'b10000;	
	else
		enabler<=(enabler>>1);
end
assign done=enabler[0];
endmodule
</file>
==> changes_impl.md <==
### Changed

* Die Width at 674 microns
* Final setup fails at 0
* Tool warnings at 25
* Post-Route WL at 487000 microns
* TritonCTS Buffers at 37
* Max FO, Critical Path at 26
* Hold depth at 1
* Top delay family on crit path: adder cells
* Final min period at 17.32 ns
* Pre-CTS setup slack at 14.16 ns
* Reg clk slew, reported paths at 0.06 ns
* Num rows at 246
* Final Cycle Share at 54.3%
* Drt pass-1 iters at 6
* CP peak stage delay at 0.72 ns
* Number of synthesized flops with an enable pin at 0
* Via count at 96.3k
* Fill cells at 46.2k
* Area growth syn-to-layout at 6.88%
* Max Cap Viol at 0
* FF+latch count, synth at 261
* Crit path launch type: input pin
* Die height at 674 microns
* Register share after synthesis at 3.86%
* Clock Skew at 0.0187 ns
* HPWL after DPL at 386000 microns
* Core Area at 449000 sq um
* Number of stages on the worst setup path at 31
* Die area at 454000 sq um
* # hold bufs at CTS at 0
* GR Overflow Total at 0
* Worst Slack Setup Final at 14.58 ns
* Port Buffers at 257
* Cell Type Count at 72
* # H-tree levels at 2
* Clk Latency, worst-skew pair at 0.69 ns
* CTS Root Cell: clkbuf_16
* Least-Margin Pin Slew at 1.06 ns
* Critical path's most frequent cell: fa_1
* Yosys warns at 1
* Final Hold Fails at 0
* Share of cells above drive strength 1 at 3.48%
* YS chip area at 135000 sq um
* Mapped Area at 135000 sq um
* Drt drc at 0
* WS Path Type: in -> reg
* Fmax at 0.0577 GHz
* DR vias/cell at 4.76
* Yosys cell count at 14.6k
* Syn avg cell area at 9.25 sq um
* CTS tree: yes
* Slew margin rel. at 29.3%
* Initial antenna violation count at 73
* RSZ-0062 raised after global routing: no
* Outcome: finished, final reports clean
* Post-CTS setup-driven buffer insertion count at 0
* Crit path max-delay cell type: or4_1
* Antenna Nets Post-Route at 0
* First-pass GRT wire length at 723000 microns
* Critical path capture point type: flop
* HP Class: reg -> reg
* Cells after synthesis at 14.6k
* RePlAce Congestion at 1.01
* Clock Path Buffers at 3
* Fin. max-slew vios at 0
* WP data arrival at 17.92 ns
* Setup_tns at 0 ns
* DR iter-0 viols at 4248
* Required time worst endpoint at 32.50 ns
* Ys async rst share at 0%
* Avg WL per Cell at 24.0 microns
* FP Util at 30.1%
* CTS sink cnt at 261
* Bufs and invs on worst path at 8
* R2r worst-path depth at 8
* Pin count of the biggest net entering global routing at 67
* Resized cells post-CTS at 0
* Vias in the first global route at 107k
* Gr usage total at 23.3%
* Flop2flop setup slack at 29.14 ns
* Ys flop type: dfxtp_1
* I/O pin total at 258
[cells in the mapped netlist, types with 3 or more instances]
cell      count  area (sq um)
a311oi_1      3          26.3
a211oi_1      7          52.6
fa_1       3837         76800
inv_1      3556         13300
a21boi_0      6          45.0
xnor2_1     164          1440
ha_1        654          8180
a21o_1       68           510
nand3_1      11          55.1
clkbuf_1    954          3580
o21ai_0      95           475
buf_2        14          70.1
and4_1        6          52.6
nor3_1       19          95.1
nor4_1       25           156
and2_1     1946         12200
nand2b_1      8          50.1
nand4_1      99           619
nor2b_1       9          56.3
or3_1         7          43.8
dfxtp_1     261          5230
nand2_1    2312          8680
o21ai_1       8          40.0
o21a_1       19           143
o21bai_1     44           330
nor2_1      103           387
a21oi_1     210          1050
o31ai_1       8          60.1
a221oi_1      5          43.8
xor2_1       88           771
a31oi_1      11          68.8
a41oi_1       3          26.3
a211o_1       3          26.3
o211ai_1      9          67.6
o31a_1        6          52.6
o22ai_1       4          25.0
and3_1        7          43.8
[cell type report]
cell class                 instances  area, sq um  share of cell area (%)
inverter                        3556        13300                    9.23
sequential                       261         5230                    3.61
clock inverter                    21          289                   0.200
antenna                           29         72.6                  0.0502
tap                             5952         7450                    5.15
multi-input combinational       9848       113000                    78.2
clock buffer                      46         1050                   0.727
timing repair buffer             538         4100                    2.83
[layout by cell type (no fill, tap or decap), types with 5 or more instances in the layout]
cell type	instances
a221oi_1	5
xnor2_1	164
o21a_1	19
diode_2	29
and4_1	6
o21bai_1	44
nand3_1	11
a21oi_1	210
nand2_1	2312
and2_1	1946
buf_4	279
clkbuf_8	7
nor3_1	19
a211oi_1	7
clkbuf_16	38
nand2b_1	8
nor4_1	23
nor2b_1	9
a21o_1	68
dfxtp_1	261
a31oi_1	11
o211ai_1	9
o31a_1	6
or3_1	7
and3_1	7
o21ai_0	95
o31ai_1	8
nor2_1	103
buf_2	126
inv_1	3556
nand4_1	99
a21boi_0	6
ha_1	654
xor2_1	88
clkdlybuf4s50_1	129
fa_1	3837
o21ai_1	8
[final timing paths]
check / to / from
worst min-delay path: enabler[3] / enabler[4]
worst min register to register: enabler[3] / enabler[4]
worst max register to register: enabler[2] / B_r[25]
worst max-delay path: Y[105] / B[15]
[per-stage QoR]
stage / std cells / instance area (sq um) / util [%] / hold slack (ns)
finish: 20300 / 145000 / 32.2 / 0.428
global route: 20200 / 145000 / 32.2 / 0.445
CTS: 20200 / 145000 / 32.2 / 0.431
detailed placement: 20200 / 143000 / 31.9 / 0.415
global placement: 20200 / 143000 / 31.9 / 0.410
floorplan: 14600 / 135000 / - / 0.406
[routing by layer]
layer | wire (microns) | vias to the layer above | track usage [%]
met2 | 221000 | 5203 | 35.0
met3 | 71800 | 1134 | 14.4
met1 | 160000 | 49600 | 26.1
li1 | - | 40400 | -
met5 | 1660 | - | 2.00
met4 | 31600 | 56 | 11.1
[cell families (layout without fill, tap and decap cells)]
group | after synthesis | after routing | share of synthesized area (%)
AND-OR/OR-AND | 543 | 543 | 2.53
AND/OR/NAND/NOR | 4562 | 4562 | 16.6
flip-flops | 261 | 261 | 3.86
buffers and inverters | 4526 | 4161 | 12.6
adder cells (fa/ha/maj) | 4491 | 4491 | 62.8
other | 0 | 29 | 0
XOR/XNOR | 252 | 252 | 1.63
[state kept, by name, summed over array words and instances (netlist names)]
signal,flops
enabler,5
B_r,64
Y,128
A_r,64
